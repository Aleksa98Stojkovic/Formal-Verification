==> flow/design.v <==
`timescale 1ns / 1ps
module Hanoi
    #(
        parameter S = 3
    )
    (
        input clk,
        input rst,
        input [1 : 0] fr,
        input [1 : 0] to,
        output logic [(S + 1) * $clog2(S + 1) - 1 : 0] fr_o,
        output logic [(S + 1) * $clog2(S + 1) - 1 : 0] to_o
    );
logic [(S + 1) * $clog2(S + 1) - 1 : 0] RF [3];
logic [1 : 0] r_address_a, r_address_b;
logic [1 : 0] w_address_a, w_address_b;
logic [(S + 1) * $clog2(S + 1) - 1 : 0] rdata_a, rdata_b, wdata_a, wdata_b;
logic write_en;
logic [$clog2(S + 1) - 1 : 0] sp_fr, sp_to, data_fr, data_to;
logic [1 : 0] write_en_reg, write_en_next;
assign r_address_a = fr;
assign r_address_b = to;
assign w_address_a = fr;    
assign w_address_b = to;    
assign write_en = write_en_reg;  
assign sp_fr = rdata_a[(S + 1) * $clog2(S + 1) - 1 -: $clog2(S + 1)];
assign sp_to = rdata_b[(S + 1) * $clog2(S + 1) - 1 -: $clog2(S + 1)];
assign fr_o = rdata_a;
assign to_o = rdata_b;
assign write_en_next = 1;
always_ff@(posedge clk) begin
    if(rst) begin
        RF[0] <= 0;
        for(int i = 0; i < S; i++) begin
            RF[0][(i + 1) * $clog2(S + 1) - 1 -: $clog2(S + 1)] <= S - i;
        end
        RF[0][(S + 1) * $clog2(S + 1) - 1 -: $clog2(S + 1)] <= S;
        RF[1] <= 0;
        RF[2] <= 0;
    end
    else begin
        if(write_en) begin
            RF[w_address_a] <= wdata_a;
            RF[w_address_b] <= wdata_b;
        end
    end    
end
assign rdata_a = RF[r_address_a];
assign rdata_b = RF[r_address_b]; 
always_comb begin
    logic [S * $clog2(S + 1) - 1 : 0] only_data_a, only_data_b;
    logic [(S + 1) * $clog2(S + 1) - 1 : 0] RF_next_fr, RF_next_to;
    only_data_a = rdata_a[S * $clog2(S + 1) - 1 : 0];
    only_data_b = rdata_b[S * $clog2(S + 1) - 1 : 0];
    data_fr = 0;
    data_to = 0;
    RF_next_fr = rdata_a;
    RF_next_to = rdata_b;
    RF_next_fr[(S + 1) * $clog2(S + 1) - 1 -: $clog2(S + 1)] = sp_fr - 1;
    RF_next_to[(S + 1) * $clog2(S + 1) - 1 -: $clog2(S + 1)] = sp_to + 1;
    for(int i = 0; i < S; i++) begin
        if(i == (sp_fr - 1)) begin
            data_fr = only_data_a[(i + 1) * $clog2(S + 1) - 1 -: $clog2(S + 1)];
            RF_next_fr[(i + 1) * $clog2(S + 1) - 1 -: $clog2(S + 1)] = 0;
        end
        if(i == (sp_to - 1)) begin
            data_to = only_data_b[(i + 1) * $clog2(S + 1) - 1 -: $clog2(S + 1)];  
        end
    end
    for(int i = 0; i < S; i++) begin
        if(i == sp_to) RF_next_to[(i + 1) * $clog2(S + 1) - 1 -: $clog2(S + 1)] = data_fr;
    end
   wdata_a = RF_next_fr;
   wdata_b = RF_next_to;
end
always_ff@(posedge clk) begin
    if(rst) begin
        write_en_reg <= 0;
    end
    else begin
        write_en_reg <= write_en_next;
    end
end
endmodule
==> flow/run.sh <==
#!/bin/bash
# OpenROAD 26Q1-2900-gdf79404cd8, Yosys 0.63+post, stock flow scripts
make -C /OpenROAD-flow-scripts/flow DESIGN_CONFIG=/design/flow/config.mk WORK_HOME=/design/flow/orfs finish
==> flow/config.mk <==
export PLATFORM = sky130hd
export DESIGN_NAME = Hanoi
export DESIGN_NICKNAME = Hanoi
export VERILOG_FILES = /design/flow/design.v
export SDC_FILE = /design/flow/constraint.sdc
export NUM_CORES = 4
export LEC_CHECK = 1
export CORE_UTILIZATION = 50
==> flow/constraint.sdc <==
current_design Hanoi

set clk_period 3.1
set clk_io_pct 0.2

create_clock -name clk0 -period $clk_period [get_ports {clk}]

set non_clock_inputs [all_inputs -no_clocks]
set_input_delay [expr $clk_period * $clk_io_pct] -clock clk0 $non_clock_inputs
set_output_delay [expr $clk_period * $clk_io_pct] -clock clk0 [all_outputs]
==> results.toml <==
# synthesis and place-and-route metrics
[setup_path]
r2r_cells = 9
crit_path_start = "fr[1]"
criticalPathCategory = "in2out"
path_buffers = 4
start_kind = "primary input"
reg2reg_slack_ps = 470
crit_fanout = 19
arrival_ps = 2320
slowest_stage = "clkdlybuf4s50_1"
critPathMaxStageDelay_ps = 510
end_kind = "primary output"
critPathTopFamily = "buffers and inverters"
reg2reg_from = "RF[3][6]"
crit_chain = "clkdlybuf4s50_1, buf_4, buf_4, mux2i_1, clkdlybuf4s50_1"
reg2reg_to = "RF[0][5]"
crit_required_ps = 2480

[synth]
synth-edff-count = 32
netlist_logic_family_top = "multiplexers"
synth_cells = 207
ys_ff = 33
async_flop_share_pct = 0
top_area_share_pct = 41.2
postSynthSeqShare_pct = 42.1
synth-simple-area-share_pct = 13.6
aoi_share_pct = 16.9
synth_area_per_cell_um2 = 11.3
mux_area_share_pct = 18.7
adder_share_pct = 3.22
syn_area_mm2 = 0.00233
ys_area_mm2 = 0.00233
synth_cell_types = 40
topCellsByArea = "edfxtp_1 41%, mux4_1 6.8%, mux4_2 5.8%"
ys_warn_count = 1
post-synth-top-area-cell = "edfxtp_1"
synthFlopType = "edfxtp_1"
top_cell = "edfxtp_1"
ys_cells = 207
common_cells = "32 x edfxtp_1, 18 x nand2_1, 12 x inv_1, 12 x mux2i_1, 12 x o22ai_1"
xor_share_pct = 0

[cells_and_area]
largest_reg_flops = 32
post-route-util_pct = 68.5
drive_above_1_share_pct = 25.5
syn_to_final_growth_pct = 29.8

[grt]
grtUsageTotal_pct = 30.8
grt_pass1_vias = 2035
grt_max_degree = 20
grt_pass1_wl_um = 10700
gr-total-overflow = 0
antenna_found_initial = 0

[detailed_routing]
wl_per_cell_um = 20.8
antenna_cells = 0
drc = 0
dr.pass1.iters = 6
vias_per_cell = 6.29
drt-initial-drc-count = 148
vias = 2058
ant_nets = 0
detail_route.wirelength_um = 6810

[sta]
finalSetupViolCount = 0
rsz0062_at_grt = "false"
min_period_ps = 2940
period_used_pct = 94.9
setup-tns-final_ps = 0
fmax_mhz = 340
drv_slew = 0
hold_violations = 0
layout_setup_ws_ps = 159
slew_headroom_pct = 75.5
worst_pin_slew_ps = 364
finClkSkew_ps = 9.35

[power]
vdd_drop_max_mv = 0.378
power_density_mw_per_mm2 = 437
leakage_nw = 1.18

[placement]
place_congestion = 0.997
dp_worst_setup_slack_ps = -349
place_hpwl_um = 5240
port_buffers = 21

[floorplan]
die_w_um = 70.3
die_h_um = 70.3
ios = 22
initial_utilization_pct = 52.8
core_mm2 = 0.00441
placement_rows = 24
dieArea_mm2 = 0.00494

[clock_tree]
cts_sinks = 33
ctsHoldBuffers = 0
clkTransAtPathRegs_ps = 70
post-cts-setup-buffers = 0
post_cts_resized = 4
cts_tree = "done"
numCtsBuffers = 5
htreeDepth = 2
root_buffer = "clkbuf_8"
clock_latency_ps = 290
cts_buffer_depth = 2

[run_status]
status = "finished clean"

[min_path]
whs_path_depth = 3
hold_path_class = "reg2reg"
hold_start = "write_en_reg[0]"
whs_endpoint = "RF[2][7]"

[run]
warnings = 30
maxCapViolCount = 0
[power breakdown]
| group | total, mW | leakage, nW | switching (mW) | internal [mW] |
|---|---|---|---|---|
| combinational | 0.395 | 0.811 | 0.191 | 0.205 |
| clock | 0.393 | 0.0528 | 0.155 | 0.237 |
| sequential | 0.535 | 0.319 | 0.0119 | 0.523 |
[tightest hold or removal path, delay by kind of cell, from the launching register on]
family | cells | cell delay, ps
buffers and inverters | 1 | 150
flip-flops | 1 | 400
AND/OR/NAND/NOR | 1 | 90
AND-OR/OR-AND | 1 | 90
[through the flow]
step / cell area, um^2 / power [mW] / cells / hold slack (ps)
6_report: 3020 / 1.32 / 327 / 861
5_1_grt: 3020 / 1.38 / 327 / 908
4_1_cts: 3020 / 1.32 / 327 / 860
3_5_place_dp: 2910 / 0.932 / 319 / 833
3_3_place_gp: 2910 / 0.925 / 319 / 828
2_1_floorplan: 2330 / 0.738 / 207 / 706
[worst max-delay path by stage]
stage	slack, ps	cells after the start	endpoint
finish	160	5	fr_o[2]
global route	20	10	RF[1][5]
CTS	180	5	fr_o[2]
[layout make-up]
| type | count | area (um^2) |
|---|---|---|
| Clock buffer | 6 | 72.6 |
| Clock inverter | 2 | 33.8 |
| Fill cell | 337 | 1390 |
| Inverter | 12 | 45.0 |
| Multi-Input combinational cell | 149 | 1220 |
| Sequential cell | 33 | 981 |
| Tap cell | 52 | 65.1 |
| Timing Repair Buffer | 73 | 606 |
[cells in the final DEF (no fill, tap or decap), types with 2 or more instances in the layout]
cell             count
a211oi_1             4
a21oi_1              7
a221o_1              2
a222oi_1             3
a22oi_1              3
a2bb2oi_1            2
buf_4               51
clkbuf_8             5
clkdlybuf4s50_1     19
dlygate4sd2_1        2
edfxtp_1            32
ha_1                 6
inv_1               12
mux2_2               2
mux2i_1             12
mux4_1               6
mux4_2               6
nand2_1             18
nand2b_1             9
nand3_1              5
nand3b_1             2
nor2_1              11
nor2b_1              4
nor3_1               6
o21ai_0              8
o221ai_2             2
o22ai_1             12
o2bb2ai_1            3
o32ai_1              5
or2_2                2
[kinds of logic (layout without fill, tap and decap cells)]
family,Yosys count,in the layout
and+or+nand+nor,63,63
muxes,26,26
buffers and inverters,25,93
AOI/OAI and AO/OA,54,54
DFF,33,33
adders and majority gates,6,6
[metal layers]
metal | track usage [%] | part of all wire [%] | vias to the layer above | wire length (um)
met5 | 0 | 0 | - | 0
met4 | 5.11 | 1.2 | 0 | 80
met3 | 9.20 | 11 | 13 | 731
met2 | 49.1 | 49 | 128 | 3330
met1 | 45.6 | 39 | 959 | 2670
li1 | - | - | 958 | -
Power is estimated from default activity; no workload was simulated.
